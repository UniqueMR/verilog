## config.mk

```make
export PLATFORM = sky130hd
export DESIGN_NAME = numerical_comparator
export DESIGN_NICKNAME = numerical_comparator
export VERILOG_FILES = /design/flow/design.v
export SDC_FILE = /design/flow/constraint.sdc
export NUM_CORES = 4
export LEC_CHECK = 1
export CORE_AREA = 10 10 70 70
export DIE_AREA = 0 0 80 80
```

## constraint.sdc

```tcl
current_design numerical_comparator

set clk_period 1.7
set clk_io_pct 0.2

create_clock -name clk0 -period $clk_period

set non_clock_inputs [all_inputs -no_clocks]
set_input_delay [expr $clk_period * $clk_io_pct] -clock clk0 $non_clock_inputs
set_output_delay [expr $clk_period * $clk_io_pct] -clock clk0 [all_outputs]
```

## design.v

```verilog
module numerical_comparator(A,B,Fmax,Fmin,Fequ);
	input [3:0] A,B;
	output Fmax,Fmin,Fequ;
	wire Fmax3,Fmin3,Fequ3,Fmax2,Fmin2,Fequ2,Fmax1,Fmin1,Fequ1,Fmax0,Fmin0,Fequ0;
	assign Fmax3 = A[3]&(~B[3]);
	assign Fmin3 = (~A[3])&B[3];
	assign Fequ3 = A[3]&B[3] | (~A[3])&(~B[3]);
	assign Fmax2 = A[2]&(~B[2]);
	assign Fmin2 = (~A[2])&B[2];
	assign Fequ2 = A[2]&B[2] | (~A[2])&(~B[2]);
	assign Fmax1 = A[1]&(~B[1]);
	assign Fmin1 = (~A[1])&B[1];
	assign Fequ1 = A[1]&B[1] | (~A[1])&(~B[1]);
	assign Fmax0 = A[0]&(~B[0]);
	assign Fmin0 = (~A[0])&B[0];
	assign Fequ0 = A[0]&B[0] | (~A[0])&(~B[0]);
	assign Fmax = Fmax3 | Fequ3&Fmax2 | Fequ3&Fequ2&Fmax1 | Fequ3&Fequ2&Fequ1&Fmax0;
	assign Fmin = Fmin3 | Fequ3&Fmin2 | Fequ3&Fequ2&Fmin1 | Fequ3&Fequ2&Fequ1&Fmin0;
	assign Fequ = Fequ3&Fequ2&Fequ1&Fequ0;
endmodule
```

## run.sh

```bash
#!/bin/bash
# OpenROAD 26Q1-2900-gdf79404cd8, Yosys 0.63+post, stock flow scripts
make -C /OpenROAD-flow-scripts/flow DESIGN_CONFIG=/design/flow/config.mk WORK_HOME=/design/flow/orfs finish
```

==> impl_metrics.toml <==
# implementation run metrics
[detailed_routing]
drc_errors = 0
first_iter_violations = 2
wl_per_cell_um = 6.99
ant_nets = 0
wl_um = 587
viasPerCell = 2.35
dr_total_vias = 197
dr.pass1.iters = 2
num_antenna_cells = 0

[synthesis]
ys_seq_share_pct = 0
ys_types = 6
yosys.area.top_type = "ha_1"
area_leaders = "ha_1 (58%), inv_1 (17%), a21oi_1 (12%)"
ys_cells = 24
yosysChipArea_um2 = 174
syn-instance-count = 24
syn_area_um2 = 174
yosys_warnings = 0
top_area_share_pct = 57.6
syn_area_per_cell_um2 = 7.25

[timing]
finalSetupViolations = 0
worst_pin_slew_ns = 0.143
whs_ns = 1.25
rsz0062_at_grt = "false"
period_used_pct = 96.8
hold_violations = 0
slew_headroom_pct = 90.5
max_freq_ghz = 0.608
setup_slack_ns = 0.0543
fin_tns_setup_ns = 0
finalCriticalPeriod_ns = 1.65
drv_slew = 0

[min_path]
hp-class = "primary input to primary output"

[die]
dieWidth_um = 80
die_height_um = 80
dieArea_um2 = 6400
ios = 11
core-area_um2 = 3420
rows = 21
fp_util_pct = 5.09

[global_route]
grt_pass1_vias = 208
gr-usage-all-layers_pct = 1.75
grt_pass1_wl_um = 938
antenna_found_initial = 0
grt_max_degree = 5
globalRoute.totalOverflow = 0

[place]
gp_congestion = 0.686
port_buffers = 11
pre_cts_slack_ns = -0.525
dpl.hpwl_um = 493

[pwr]
cellPowerDensity_nw_per_um2 = 183
total_power_mw = 0.0745
peakVddDrop_uv = 27.1
p_leak_nw = 0.184

[run]
openroad.warnings = 36
maxCapViolations = 0

[finish]
drive_gt1_share_pct = 36.8
logic_area_um2 = 194
fill_cells = 393
mostFrequentLayoutCell = "clkdlybuf4s15_1"
seq_cell_count = 0
nClkBuffers = 0
mostFrequentLayoutCells = "clkdlybuf4s15_1 (8), inv_1 (6), ha_1 (4)"
regArea_um2 = 0
area_growth_pct = 134
fin_util_pct = 11.9

[status]
run_status = "finished, final reports clean"

[worst_setup_path]
cp_slowest_cell = "ha_1"
worstPathMaxFanout = 2
cp-start-kind = "primary input"
critPathTopFamily = "buffers and inverters"
crit_top_cell = "dlygate4sd2_1"
cp.required_ns = 1.36
path_buffers = 2
cp-end-kind = "primary output"
crit_arrival_ns = 1.31
cp_cell_sequence = "dlygate4sd2_1 > ha_1 > and4_2 > dlygate4sd2_1"
slowest_delay_ns = 0.26
path_class = "primary input to primary output"
## routing by layer
| layer | track usage, % | wire, um | vias up |
|---|---|---|---|
| met1 | 1.71 | 218 | 86 |
| met2 | 3.69 | 316 | 5 |
| met4 | 0 | 0 | 0 |
| met3 | 0.455 | 53 | 0 |
| li1 | - | - | 106 |
| met5 | 0 | 0 | - |
## worst paths after layout
check | slack [ns] | end | start | depth (start not counted)
setup / recovery | 0.05 | Fequ | B[0] | 4
hold / removal | 1.25 | Fmax | A[2] | 5
## cell usage after synthesis
library cell / n
nand2_1: 1
ha_1: 8
inv_1: 8
o21ai_1: 2
and4_2: 1
a21oi_1: 4
## power by group
group / internal [mW] / switching [mW] / total [mW]
sequential: 0 / 0 / 0
combinational: 0.0444 / 0.0301 / 0.0745
clock: 0 / 0 / 0
## tightest hold or removal path, delay by kind of cell
family / cells / cell delay [ns]
buffers and inverters: 2 / 0.27
adders and majority gates: 1 / 0.16
AOI/OAI and AO/OA: 2 / 0.13
## through the flow
stage | instance area [um2] | cells
after floorplan | 174 | 24
after global placement | 364 | 84
after detailed placement | 364 | 84
after CTS | 382 | 84
after global routing | 407 | 84
final | 407 | 84
## kinds of logic after synthesis
kind of cell / after synthesis / synth area share (%)
fa+ha+maj: 8 / 57.6
simple gates: 2 / 7.91
compound gates: 6 / 17.3
buf+inv: 8 / 17.3
## area by class of cell
class / count / area share, %
inverters: 8 / 7.38
well taps: 46 / 14.2
multi-input cells: 16 / 47.7
repair buffers: 14 / 30.8
## timing repair
action	4_1_cts	5_1_grt
hold buffers	0	0
setup endpoints to repair	3	3
cloned	0	0
resized	20	10
buffers inserted	0	0
pin swaps	5	4
Power and IR drop assume default switching activity.
