===== /design/flow/design.v =====
module decrease_counter(CR,PE,CEP,CET,CP,D,Q,TC);
	input CR,PE,CEP,CET,CP;
	input [3:0] D;
	output [3:0] Q;
	output TC;
	reg [3:0] Q;
	wire TC;
	wire CE;
	assign CE = CEP & CET;
	assign TC = CET & PE & (Q == 4'b1111);
	always @(posedge CP,negedge CR)
		begin
			if(~CR)	Q = 4'b0000;
			else if(~PE)	Q = D;
			else if(CE)
				begin
					if(Q == 4'b0000)	Q = 4'b1111;
					else	Q = Q - 4'b0001;
				end
			else Q = Q;
		end
endmodule

===== /design/flow/run.sh =====
#!/bin/bash
# OpenROAD 26Q1-2900-gdf79404cd8, Yosys 0.63+post, stock flow scripts
make -C /OpenROAD-flow-scripts/flow DESIGN_CONFIG=/design/flow/config.mk WORK_HOME=/design/flow/orfs finish

===== /design/flow/config.mk =====
export PLATFORM = sky130hd
export DESIGN_NAME = decrease_counter
export DESIGN_NICKNAME = decrease_counter
export VERILOG_FILES = /design/flow/design.v
export SDC_FILE = /design/flow/constraint.sdc
export NUM_CORES = 4
export LEC_CHECK = 1
export CORE_AREA = 10 10 70 70
export DIE_AREA = 0 0 80 80

===== /design/flow/constraint.sdc =====
current_design decrease_counter

set clk_period 1.5
set clk_io_pct 0.2

create_clock -name clk0 -period $clk_period [get_ports {CP}]

set non_clock_inputs [all_inputs -no_clocks]
set_input_delay [expr $clk_period * $clk_io_pct] -clock clk0 $non_clock_inputs
set_output_delay [expr $clk_period * $clk_io_pct] -clock clk0 [all_outputs]

==> Table 3: Implementation characteristics <==
Characteristics after synthesis and place and route

Parameter                              Value

CTS
  Number of CTS-inserted buffers    3
  H-tree lvl count    1
  CTS sink count    4
  Clock tree buffer depth    2
  Library cell used as clock root buffer    sky130_fd_sc_hd__clkbuf_4
  CTS clock-pin slew for the worst setup and hold paths    30 ps
  Clock tree from TritonCTS    built
  Clock network latency to the later pin of the worst-skew pair    230 ps

Power and ir drop
  Power density cells    753 mW/mm^2
  Worst voltage drop across the vdd grid    0.000148 V
  Static leakage    0.237 nW

Drt
  DRC    0
  Via count    259
  Detailed-route vias per instance    2.73
  Tally of nets with antenna violations remaining after routing    0
  Antenna Diode Count    0
  Router iterations before antenna repair    2
  Final routed wirelength across all metal layers    766 microns
  Average routed wire per standard cell    8.06 microns
  Number of DRC violations after detailed-routing iteration 0    5

Floorplan
  Fp_density    0.0755
  Boundary Pins    14
  Row Count    21
  Die width    80 microns
  Floorplan Core Area    0.00342 sq mm
  Die height    80 microns
  Overall die area    0.00640 sq mm

STA
  RSZ-0062 raised after global routing    no
  Total Negative Setup Slacks    0 ps
  Number of setup violations in the final report    0
  Tightest Pin Transition    179 ps
  Worst rel slew slack    0.880
  Max Clk Rate    0.694 GHz
  Final period demand of the worst path    1440 ps
  Clock Skews    0.671 ps
  Hold Fails Final Rpt    0
  Final Slew Violations    0
  Post-route worst hold slack    271 ps
  Tcrit/Tclk final    0.961
  Final critical-path setup slack    58.3 ps

Setup path
  Type of element capturing the critical path    output port
  Worst Path Max Fanout    2
  Critical-path top delay cell    sky130_fd_sc_hd__clkdlybuf4s50_1
  Type of element launching the critical path    flip-flop
  Worst Setup Path Type    reg2out
  Reg-to-reg slack, setup    180 ps
  Reg2Reg Capture Point    Q[3]
  Worst R2R Start    Q[1]
  Cell Chain, Critical Path    buf_6 -> clkdlybuf4s50_1
  Arrival time at the worst endpoint    1140 ps
  Worst r2r path cells    7
  Data required time at the worst endpoint    1200 ps
  Critical path's largest stage delay    460 ps

Finish
  Non-Filler Cell Area, Final    528 sq um
  Ratio of cells with drive above 1 in the final layout    0.286
  Post-route non-filler standard cell count    95
  Area growth from synthesis to layout    105%
  Flip-flop count of the largest register after layout    4

Placed design
  I/O Buffers    13
  Final weighted congestion of routability-driven global placement    0.690
  Cell count after placement    91
  Total cell area at the placement stage    490 sq um
  Sum of net half-perimeters after detailed placement    689 microns
  Minimum setup slack after placement    -240 ps

Synthesis
  Register bit count reported by yosys    4
  Post-synth EDFFs    0
  Post-Syn Area per Cell    9.91 sq um
  Sequential share of the synthesized area    0.388
  Number of warnings issued by yosys    1
  Synth top cell by count    sky130_fd_sc_hd__dfrtp_1
  Portion of synthesized cell area occupied by the leading cell type    0.388
  Count of mapped cells out of synthesis    26
  Yosys stat area    258 sq um
  Yosys cell count    26
  Async set-or-reset flop fraction in the synthesized netlist    1.00
  Dominant Register Cell    sky130_fd_sc_hd__dfrtp_1
  Cell Type Count    16
  Top cells by count, synth    4 x sky130_fd_sc_hd__dfrtp_1, 3 x sky130_fd_sc_hd__a21oi_1, 3 x sky130_fd_sc_hd__inv_1, 3 x sky130_fd_sc_hd__nor2_1, 2 x sky130_fd_sc_hd__ha_1
  Biggest area consumer among synthesized cells    sky130_fd_sc_hd__dfrtp_1
  Cell Area, Synth    258 sq um
  Top cells by area    sky130_fd_sc_hd__dfrtp_1 39%, sky130_fd_sc_hd__ha_1 9.7%, sky130_fd_sc_hd__a21oi_1 5.8%

Global routing
  Number of antenna violations at the first check in global routing    0
  Overall routing resource usage    0.0244
  GRT overflow    0
  Via count of the first global-routing pass    282
  Largest net degree at the start of global routing    6
  Wire length of the first global-routing pass    1.27 mm

Run
  Number of warnings in the stage logs    26
  Reported max-cap violation count    0

Status
  Outcome    finished, final reports clean

Worst hold path
  Min-Delay Path Class    in2async
-- logic make-up (layout without fill, tap and decap cells) --
| logic type | Yosys count | after routing | synth area share |
|---|---|---|---|
| flops | 4 | 4 | 0.388 |
| simple gates | 7 | 7 | 0.136 |
| buf+inv | 3 | 26 | 0.0437 |
| compound gates | 6 | 6 | 0.184 |
| fa+ha+maj | 2 | 2 | 0.0971 |
| mux | 2 | 2 | 0.0825 |
| xor+xnor | 2 | 2 | 0.0680 |
-- critical path, delay by kind of cell (launching register included) --
family | cells | cell delay [ps]
DFF | 1 | 350
buffers and inverters | 2 | 560
-- worst max-delay path by stage --
stage / startpoint / end / slack [ps] / depth (start not counted)
after CTS: CET / TC / 10 / 4
after global routing: Q[1] / Q[1] / 10 / 2
final: Q[1] / Q[1] / 60 / 2
-- area by class of cell --
type	count	area, sq um
clock buffers	3	22.5
fillers	390	2890
inverters	3	11.3
multi-input cells	19	149
flip-flops and latches	4	100
well taps	46	57.6
repair buffers	20	188
-- per-stage QoR --
stage	util	total power [mW]
finish	0.155	0.398
global route	0.155	0.428
CTS	0.150	0.400
detailed placement	0.144	0.264
global placement	0.144	0.263
floorplan	-	0.179
-- repair_timing --
action / CTS / global route
pin swaps: 1 / 1
hold endpoints to repair: 0 / 0
setup buffers: 0 / 1
gates resized: 1 / 6
hold buffers: 0 / 0
endpoints found under the setup margin: 1 / 3
-- power breakdown --
part	switching, mW	internal [mW]
clock network	0.0383	0.0891
logic	0.0449	0.0916
registers	0.0119	0.122
total	0.0951	0.303
-- metal layers --
metal | wire, microns | GRT usage | share of wire | up-vias
li1 | - | - | - | 138
met1 | 263 | 0.0241 | 0.34 | 111
met2 | 422 | 0.0441 | 0.55 | 8
met3 | 61 | 0.00909 | 0.080 | 2
met4 | 19 | 0.0106 | 0.025 | 0
met5 | 0 | 0 | 0 | -
-- cells in the final DEF, fill, tap and decap left out, drive strengths merged --
cell type,n
clkdlybuf4s50,11
buf,7
dfrtp,4
clkbuf,4
inv,3
nor2,3
a21oi,3
ha,2
nand4,1
nand2,1
mux2i,1
mux2,1
and3b,1
o21bai,1
a41o,1
o2bb2ai,1
xnor2,1
nand3,1
xor2,1
dlymetal6s2s,1
Power figures rest on the tool's default switching activity, not on a simulated workload.
